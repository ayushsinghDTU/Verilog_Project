==> flow/design.v <==
module alu_4bit(
    input  [3:0] A,
    input  [3:0] B,
    input  [3:0] ALU_Sel,
    output reg [3:0] ALU_Out,
    output reg CarryOut,
    output ZeroFlag
);
reg [4:0] temp_result;
assign ZeroFlag = (ALU_Out == 4'b0000);
always @(*) begin
    CarryOut = 0;
    case (ALU_Sel)
        4'b0000: begin  
            temp_result = A + B;
            ALU_Out = temp_result[3:0];
            CarryOut = temp_result[4];
        end
        4'b0001: begin  
            temp_result = A - B;
            ALU_Out = temp_result[3:0];
            CarryOut = temp_result[4];  
        end
        4'b0010: begin  
            ALU_Out = A & B;
            CarryOut = 0;
        end
        4'b0011: begin  
            ALU_Out = A | B;
            CarryOut = 0;
        end
        4'b0100: begin  
            ALU_Out = A ^ B;
            CarryOut = 0;
        end
        4'b0101: begin  
            ALU_Out = A << 1;
            CarryOut = A[3];  
        end
        4'b0110: begin  
            ALU_Out = A >> 1;
            CarryOut = A[0];  
        end
        4'b0111: begin  
            ALU_Out = {A[2:0], A[3]};
            CarryOut = A[3];
        end
        4'b1000: begin  
            ALU_Out = {A[0], A[3:1]};
            CarryOut = A[0];
        end
        default: begin
            ALU_Out = 4'b0000;
            CarryOut = 0;
        end
    endcase
end
endmodule
==> flow/run.sh <==
#!/bin/bash
# OpenROAD 26Q1-2900-gdf79404cd8, Yosys 0.63+post, stock flow scripts
make -C /OpenROAD-flow-scripts/flow DESIGN_CONFIG=/design/flow/config.mk WORK_HOME=/design/flow/orfs finish
==> flow/config.mk <==
export PLATFORM = sky130hd
export DESIGN_NAME = alu_4bit
export DESIGN_NICKNAME = alu_4bit
export VERILOG_FILES = /design/flow/design.v
export SDC_FILE = /design/flow/constraint.sdc
export NUM_CORES = 4
export LEC_CHECK = 1
export CORE_AREA = 10 10 70 70
export DIE_AREA = 0 0 80 80
==> flow/constraint.sdc <==
current_design alu_4bit

set clk_period 3.6
set clk_io_pct 0.2

create_clock -name clk0 -period $clk_period

set non_clock_inputs [all_inputs -no_clocks]
set_input_delay [expr $clk_period * $clk_io_pct] -clock clk0 $non_clock_inputs
set_output_delay [expr $clk_period * $clk_io_pct] -clock clk0 [all_outputs]
==> flow_summary.ini <==
; physical design summary
[cells_and_area]
flop-count = 0
regArea_um2 = 0
final_util_pct = 32.23
layout-drive-gt1-share_pct = 33.08
fill_cells = 362
final_cell_mix = buf_4, clkdlybuf4s50_1, inv_1, nor2_1, ha_1
syn_to_final_growth_pct = 59.71
lay_top_count = buf_4
logic_area_um2 = 638.1
finalNonFillerCells = 179
clock_buffers = 0
final_area_um2 = 1101

[floorplan]
rows = 21
core_area_um2 = 3416
initial_core_util_pct = 20.18
num_io_pins = 18
die_area_um2 = 6400
die_w_um = 80
die-height_um = 80

[placed_design]
placed_area_um2 = 1033
gp_congestion = 0.9515
dp_hpwl_um = 1686
numPortBuffers = 18
place_ws_ns = -0.3251
place_inst = 175

[worst_setup_path]
required_ns = 2.88
max_stage_delay_ns = 0.52
cp_slowest_cell = or4_1
path_buffers = 4
critPathLaunchType = input pin
critPathKind = in -> out
cp_top_family = buffers and inverters
cp-end-kind = output port
setup.worst_path.start = A[2]
crit_fanout = 5
crit_chain = clkdlybuf4s50_1 > inv_1 > ha_4 > inv_2 > o22ai_1 > or4_1 > nand3_2 > clkdlybuf4s50_1
cpMostUsedCell = clkdlybuf4s50_1
arrival_ns = 2.77

[drt]
routed_wl_um = 1991
vias_per_cell = 4.609
top_layer = met4
dr_wl_met2_um = 863
antenna-diode-count = 0
drt-met1-wl_um = 942
drc = 0
dr_wl_met3_um = 175
ant_nets = 0
dr.pass1.iters = 4
drt_iter0_markers = 59
routedWlPerCell_um = 11.12
vias = 825

[power]
seqPwrFrac_pct = 0
ir_drop_mv = 0.03058
clockPowerShare_pct = 0
switching_share_pct = 43.55
power.density_nw_per_um2 = 117.9
switchingPower_uw = 56.54
p_total_uw = 129.8
intPower_uw = 73.27
comb_power_share_pct = 100.0
total_leakage_power_nw = 0.5123

[worst_hold_path]
hp-class = in -> out
min_from = A[1]
hold_end = ZeroFlag
hold_depth = 7

[synth]
netlist-cell-type-count = 43
syn_avg_cell_area_um2 = 7.107
yosys_area_um2 = 689.4
syn_inst = 97
ys_cells = 97
netlist_area_um2 = 689.4
yosysWarnings = 1
ys_seq_share_pct = 0

[timing]
relSlewSlack_pct = 73.35
fin_tns_setup_ns = 0
worst_pin_slew_ns = 0.3936
hold_viol = 0
fmax_mhz = 286.5
whs_ns = 2.282
rsz0062_at_grt = no
fin_crit_sh_pct = 96.95
slew_viol_final = 0
fin_crit_ns = 3.490
fin_ws_ns = 0.1097
report.final.setup_viol = 0

[global_routing]
track_usage_pct = 5.836
grt_pass1_wl_um = 3291
grt_pass1_vias = 786
grt_max_degree = 16
grt_remaining_overflow = 0
grt_antenna_before_repair = 0

[clocking]
cts_hold_buf = 0

[status]
status = completed

[flow_run]
cap_violations = 0
tool_warnings = 41
-- metal layers --
metal,track usage [%],vias up
met3,1.250,2
met1,8.178,368
li1,-,417
met4,0.5282,0
met5,0,-
met2,9.230,38
-- power groups by stage --
stage     clock [mW]  combinational (mW)  sequential (mW)
6_report           0               0.130                0
5_1_grt            0               0.144                0
4_1_cts            0               0.128                0
-- cell families (layout without fill, tap and decap cells) --
logic type                 count (synthesis)  in the layout  share of synthesized area (%)
AOI/OAI and AO/OA                         24             24                          24.32
muxes                                      2              2                          2.904
and+or+nand+nor                           35             35                          29.22
adders and majority gates                 14             14                          27.59
xor gates and xnor gates                   2              2                          2.541
buffers and inverters                     20             56                          13.43
-- worst max-delay path by stage --
stage | slack [ns] | endpoint | cells after the start
4_1_cts | -0.01 | ALU_Out[2] | 9
5_1_grt | 0.008 | ZeroFlag | 10
6_report | 0.11 | ALU_Out[3] | 8
-- cell type report --
cell class | instances | share of cell area, %
Tap cell | 46 | 5.227
Timing Repair Buffer | 41 | 31.70
Inverter | 15 | 5.114
Multi-Input combinational cell | 77 | 57.95
-- timing repair --
| item | CTS | global route |
|---|---|---|
| buffers inserted | 3 | 1 |
| pin swaps | 3 | 4 |
| gates cloned | 0 | 0 |
| gates resized | 10 | 11 |
| setup endpoints to repair | 4 | 4 |
-- cells in the mapped netlist (2+ instances only) --
cell type	count	area, um2
a21oi_1	5	25.02
a31oi_1	2	12.51
a32oi_1	2	17.52
buf_2	2	10.01
fa_1	2	40.04
ha_1	12	150.1
inv_1	12	45.04
inv_2	3	11.26
mux2i_1	2	20.02
nand2_1	6	22.52
nand2b_1	3	18.77
nand3_1	2	10.01
nor2_1	9	33.78
nor3_1	2	10.01
o211ai_1	3	22.52
o21ai_0	2	10.01
o311ai_1	2	17.52
Power and IR drop assume default switching activity.
